<file path="design/flow/run.sh">
#!/bin/bash
# OpenROAD 26Q1-2900-gdf79404cd8, Yosys 0.63+post, stock flow scripts
make -C /OpenROAD-flow-scripts/flow DESIGN_CONFIG=/design/flow/config.mk WORK_HOME=/design/flow/orfs finish
</file>
<file path="design/flow/config.mk">
export PLATFORM = sky130hd
export DESIGN_NAME = ula
export DESIGN_NICKNAME = ula
export VERILOG_FILES = /design/flow/design.v
export SDC_FILE = /design/flow/constraint.sdc
export NUM_CORES = 4
export LEC_CHECK = 1
export CORE_UTILIZATION = 30
</file>
<file path="design/flow/constraint.sdc">
current_design ula

set clk_period 21.9
set clk_io_pct 0.2

create_clock -name clk0 -period $clk_period [get_ports {clk14}]

set non_clock_inputs [all_inputs -no_clocks]
set_input_delay [expr $clk_period * $clk_io_pct] -clock clk0 $non_clock_inputs
set_output_delay [expr $clk_period * $clk_io_pct] -clock clk0 [all_outputs]
</file>
<file path="design/flow/design.v">
`timescale 1ns / 1ps
module ram64bytes(
    input clk,
    input [5:0] a,
    input [7:0] din,
    output [7:0] dout,
    input we
    );
	 reg [7:0] mem[0:63];
	 assign dout = mem[a];	 
	 always @(posedge clk) begin
		if (we)
			mem[a] <= din;
	 end
endmodule
`timescale 1ns / 1ps
module ula(
    input clk14,			 
	 input reset,			 
    input [15:0] a,		 
    input [7:0] din,		 
	 output [7:0] dout,	 
    input mreq_n,			 
    input iorq_n,			 
    input rd_n,			 
    input wr_n,			 
	 input rfsh_n,			 
	 output clkcpu,		 
	 output msk_int_n,	 
    output [13:0] va,	  
	 input [7:0] vramdout, 
	 output [7:0] vramdin, 
    output vramoe,		  
    output vramcs,		  
    output vramwe,		  
    input ear,				    
    output mic,			    
    output spk,             
	 output [7:0] kbrows,    
    input [4:0] kbcolumns,	 
    output r,				 
    output g,				 
    output b,				 
    output i,				 
	 output [7:0] rgbulaplus,	 
	 output ulaplus_enabled,	 
    output csync,			 
    output hsync,
    output vsync
    );
	reg [2:0] BorderColor = 3'b100;
	reg TimexHiColorMode = 0;
	reg ULAPlusConfig = 0;	 
	reg [7:0] ULAPlusAddrReg = 0;	 
	assign ulaplus_enabled = ULAPlusConfig;
	wire addrportsel = !iorq_n && a[0] && !a[2] && (a[7:6]==2'b00) && (a[15:14]==2'b10);  
	wire dataportsel = !iorq_n && a[0] && !a[2] && (a[7:6]==2'b00) && (a[15:14]==2'b11);  
	wire cpu_writes_palette = dataportsel && !wr_n && (ULAPlusAddrReg[7:6]==2'b00);   
	reg [5:0] paletteaddr;	 
	wire [7:0] palettedout;	 
	reg palettewe;				 
	ram64bytes palette (
		.clk(clk14),	 
		.a(paletteaddr),	
		.din(din),
		.dout(palettedout),
		.we(palettewe)	 
		);
	reg clk7 = 0;
	always @(posedge clk14)
		clk7 <= !clk7;
	reg [8:0] hc = 0;
	always @(posedge clk7) begin
		if (hc==447)
			hc <= 0;
		else
			hc <= hc + 1;
	end
	reg [8:0] vc = 0;
	always @(posedge clk7) begin
		if (hc==447) begin
			if (vc == 311)
				vc <= 0;
			else
				vc <= vc + 1;
		end
	end
	reg HBlank_n = 1;
	always @(negedge clk7) begin
		if (((hc)==(320)))
			HBlank_n <= 0;
		else if (((hc)==(415+1)))
			HBlank_n <= 1;
	end
	reg HSync_n = 1;
	always @(negedge clk7) begin
		if (((hc)==(344)))
			HSync_n <= 0;
		else if (((hc)==(375+1)))
			HSync_n <= 1;
	end
	reg VBlank_n = 1;
	always @(negedge clk7) begin
		if (((vc)==(248)))
			VBlank_n <= 0;
		else if (((vc)==(255+1)))
			VBlank_n <= 1;
	end
	reg VSync_n = 1;
	always @(negedge clk7) begin
		if (((vc)==(248)))
			VSync_n <= 0;
		else if (((vc)==(251+1)))
			VSync_n <= 1;
	end
	reg INT_n = 1;
	assign msk_int_n = INT_n;
	always @(negedge clk7) begin
		if (((vc)==(248)) && ((hc)==(0)))
			INT_n <= 0;
		else if (((vc)==(248)) && ((hc)==(31+1)))
			INT_n <= 1;
	end
	reg Border_n = 1;
	always @(negedge clk7) begin
		if ( (vc[7] & vc[6]) | vc[8] | hc[8])
			Border_n <= 0;
		else
			Border_n <= 1;
	end
	reg VidEN_n = 1;
	always @(negedge clk7) begin
		if (hc[3])
			VidEN_n <= !Border_n;
	end
	reg DataLatch_n = 1;
	always @(negedge clk7) begin
		if (hc[0] & hc[1] & Border_n & hc[3])
			DataLatch_n <= 0;
		else
			DataLatch_n <= 1;
	end
	reg AttrLatch_n = 1;
	always @(negedge clk7) begin
		if (hc[0] & !hc[1] & Border_n & hc[3])
			AttrLatch_n <= 0;
		else
			AttrLatch_n <= 1;
	end
	reg SLoad = 0;
	always @(negedge clk7) begin
		if (!hc[0] & !hc[1] & hc[2] & !VidEN_n)
			SLoad <= 1;
		else
			SLoad <= 0;
	end
	reg AOLatch_n = 1;
	always @(negedge clk7) begin
		if (hc[0] & !hc[1] & hc[2])
			AOLatch_n <= 0;
		else
			AOLatch_n <= 1;
	end
	reg [7:0] BitmapReg = 0;
	always @(negedge DataLatch_n) begin
		BitmapReg <= vramdout;
	end
	reg [7:0] SRegister = 0;
	always @(negedge clk7) begin
		if (SLoad)
			SRegister <= BitmapReg;
		else
			SRegister <= {SRegister[6:0],1'b0};
	end
	reg [7:0] AttrReg = 0;
	always @(negedge AttrLatch_n) begin
		AttrReg <= vramdout;
	end
	reg [7:0] AttrOut = 0;
	always @(negedge AOLatch_n) begin
		if (!VidEN_n)
			AttrOut <= AttrReg;
		else
			AttrOut <= {2'b00,BorderColor,BorderColor};
	end
	reg [4:0] FlashCnt = 0;
	always @(negedge VSync_n) begin
		FlashCnt <= FlashCnt + 1;
	end
	wire Pixel = SRegister[7] ^ (AttrOut[7] & FlashCnt[4]);
	reg rI,rG,rR,rB;
	assign r = rR;
	assign g = rG;
	assign b = rB;
	assign i = rI;
	always @(*) begin
		if (HBlank_n && VBlank_n)
			{rI,rG,rR,rB} = (Pixel)? {AttrOut[6],AttrOut[2:0]} : {AttrOut[6],AttrOut[5:3]};
		else
			{rI,rG,rR,rB} = 4'b0000;
	end
	assign csync = HSync_n & VSync_n;
	assign vsync = VSync_n;
	assign hsync = HSync_n;
	reg [13:0] rVA = 0;
	reg rVCS = 0;
	reg rVOE = 0;
	reg rVWE = 0;
	assign va = rVA;
	assign vramcs = rVCS;
	assign vramoe = rVOE;
	assign vramwe = rVWE;
	reg [8:0] v = 0;
	reg [8:0] c = 0;
	always @(negedge clk7) begin
		if (Border_n && (hc[3:0]==4'b0111 || hc[3:0]==4'b1011)) begin	 
			c <= hc;
			v <= vc;
		end
	end
	always @(*) begin
		if (Border_n && (hc[3:0]==4'b1000 || hc[3:0]==4'b1001 || hc[3:0]==4'b1100 || hc[3:0]==4'b1101)) begin	 
			rVA = (TimexHiColorMode)? 	{1'b1,v[7:6],v[2:0],v[5:3],c[7:3]} : 														 
												{4'b0110,v[7:3],c[7:3]};																		 
			rVCS = 1;
			rVOE = !hc[0];
			rVWE = 0;
		end
		else if (Border_n && (hc[3:0]==4'b1010 || hc[3:0]==4'b1011 || hc[3:0]==4'b1110 || hc[3:0]==4'b1111)) begin	 
			rVA = {1'b0,v[7:6],v[2:0],v[5:3],c[7:3]};						 
			rVCS = 1;
			rVOE = !hc[0];
			rVWE = 0;
		end
		else if (Border_n && hc[3:0]==4'b0000) begin
			rVA = a[13:0];
			rVCS = 0;
			rVOE = 0;
			rVWE = 0;
		end
		else begin	 
			rVA = a[13:0];
			rVCS = !a[15] & a[14] & !mreq_n;
			rVOE = !rd_n;
			rVWE = !wr_n;
		end
	end
	always @(*) begin
		if (Border_n && (hc[3:0]==10 || hc[3:0]==14)) begin	   
			palettewe = 0;
			paletteaddr = { AttrReg[7:6],1'b1,AttrReg[5:3] };
		end
		else if (Border_n && (hc[3:0]==11 || hc[3:0]==15)) begin	   
			palettewe = 0;
			paletteaddr = { AttrReg[7:6],1'b0,AttrReg[2:0] };
		end
		else if (dataportsel) begin										 
			paletteaddr = ULAPlusAddrReg[5:0];
			palettewe = cpu_writes_palette;
		end
		else begin		 
			palettewe = 0;		 
			paletteaddr = {3'b001, BorderColor};   
		end
	end
	reg [7:0] ULAPlusPaper = 0;
	reg [7:0] ULAPlusInk = 0;
	reg [7:0] ULAPlusBorder = 0;
	wire ULAPlusPixel = SRegister[7];
	always @(negedge clk14) begin
		if (Border_n && (hc[3:0]==10 || hc[3:0]==14) && !clk7)	 
			ULAPlusPaper <= palettedout;
		else if (Border_n && (hc[3:0]==11 || hc[3:0]==15) && !clk7)	 
			ULAPlusInk <= palettedout;
		else if (hc[3:0]==12 && !dataportsel)	 
			ULAPlusBorder <= palettedout; 			 
	end													 
	reg [7:0] ULAPlusPaperOut = 0;
	reg [7:0] ULAPlusInkOut = 0;
	always @(negedge AOLatch_n) begin
		if (!VidEN_n) begin	 
			ULAPlusPaperOut <= ULAPlusPaper;
			ULAPlusInkOut <= ULAPlusInk;
		end
		else begin	 
			ULAPlusPaperOut <= ULAPlusBorder;
			ULAPlusInkOut <= ULAPlusBorder;
		end
	end
	reg [7:0] rRGBULAPlus;
	assign rgbulaplus = rRGBULAPlus;
	always @(*) begin
		if (HBlank_n && VBlank_n)
			rRGBULAPlus = (ULAPlusPixel)? ULAPlusInkOut : ULAPlusPaperOut;
		else
			rRGBULAPlus = 8'h00;
	end
	reg CPUClk = 0;
	assign clkcpu = CPUClk;
	reg ioreqtw3 = 0;
	reg mreqt23 = 0;
	wire ioreq_n = a[0] | iorq_n;
	wire Nor1 = (~(a[14] | ~ioreq_n)) | 
	            (~(~a[15] | ~ioreq_n)) | 
					(~(hc[2] | hc[3])) | 
					(~Border_n | ~ioreqtw3 | ~CPUClk | ~mreqt23);
	wire Nor2 = (~(hc[2] | hc[3])) | 
	            ~Border_n |
					~CPUClk |
					ioreq_n |
					~ioreqtw3;
	wire CLKContention = ~Nor1 | ~Nor2;
	always @(posedge CPUClk) begin
		ioreqtw3 <= ioreq_n;
		mreqt23 <= mreq_n;
	end
	always @(posedge clk7) begin	 
		if (CPUClk && !CLKContention)    
			CPUClk <= 0;
		else
			CPUClk <= 1;
	end	
	always @(posedge clk7 or posedge reset) begin
		if (reset)
			ULAPlusConfig <= 0;
		else begin
			if (addrportsel && !wr_n)
				ULAPlusAddrReg <= din;
			else if (dataportsel && !wr_n && ULAPlusAddrReg[7:6]==2'b01)
				ULAPlusConfig <= din[0];
		end
	end
	assign dout = (!a[15] && a[14] && !mreq_n && !rd_n)? vramdout :  
	              (!iorq_n && !a[0] && !rd_n)?          {1'b1,ear,1'b1,kbcolumns} :	 
					  (!iorq_n && a[7:0]==8'hFF && !rd_n)? {6'b000000,TimexHiColorMode,1'b0} :  
					  (addrportsel && !rd_n)? ULAPlusAddrReg :   
					  (dataportsel && !rd_n && ULAPlusAddrReg[7:6]==2'b01)? {7'b0000000, ULAPlusConfig} :
					  (dataportsel && !rd_n && ULAPlusAddrReg[7:6]==2'b00)? palettedout :
					  (Border_n)?                  AttrReg :   
					                              8'hFF;      
	assign vramdin = din;		 
	assign kbrows = {a[11]? 1'bz : 1'b0,	 
						  a[10]? 1'bz : 1'b0,	 
						  a[9]?  1'bz : 1'b0,	 
						  a[12]? 1'bz : 1'b0,
						  a[13]? 1'bz : 1'b0,
						  a[8]?  1'bz : 1'b0,
						  a[14]? 1'bz : 1'b0,
						  a[15]? 1'bz : 1'b0 };
	reg rMic = 0;
	reg rSpk = 0;
	assign mic = rMic;
	assign spk = rSpk;
	always @(negedge clk7 or posedge reset) begin
		if (reset)
			TimexHiColorMode <= 0;
		else if (!iorq_n && a[7:0]==8'hFF && !wr_n)
			TimexHiColorMode <= din[1];
		else if (!iorq_n & !a[0] & !wr_n)
			{rSpk,rMic,BorderColor} <= din[5:0];
	end
endmodule
</file>
==> results.txt <==
outcome -> complete, no violations
top flop regs -> palette.mem x512, hc x9, vc x9
post-route setup TNS -> 0 ps
final hold viol count -> 0
Switching Power -> 0.000425 W
Syn Std Cell Area -> 26300 sq um
FILL cells -> 8143
Site Rows -> 108
combinational power share -> 1.7%
sequential share of the synthesized area -> 71.4%
Post-synth EDFFs -> 572
ys async rst share -> 0.308%
max-slew violation count -> 0
Core ar. -> 86800 sq um
Largest Register -> palette.mem
initial antenna violation count -> 2
Max-Cap Viols -> 0
crit start category -> input port
starting DRC count in detailed routing -> 1242
final wirelength -> 78800 um
synthesis-to-finish area growth -> 16.8%
die outline width -> 298 um
# Post-CTS Setup Buffers -> 0
Crit Path Max Fanout -> 37
endpoints left unconstrained -> 169
clock slew at the register clock pins of the worst setup and hold paths -> 60 ps
Worst Setup End Kind -> register
Slew headroom -> 26.8%
I/O Buffers -> 96
Sw Share -> 19.9%
Ports -> 106
Clock power frac -> 45.2%
vias -> 17300
RSZ-0062 raised after global routing -> no
main area contributors -> edfxtp_1 (65%), dfxtp_1 (5.8%), nand2_1 (3.2%), nor2_1 (2.0%), o21ai_0 (1.9%)
post-route cell area -> 30700 sq um
Chip Area -> 88700 sq um
drt pass-1 iters -> 8
final tally of setup violations -> 0
post_cts resized -> 0
Tool Warnings -> 55
Synth Instances -> 1940
CTS tree -> yes
worst path required time -> 11310 ps
maximum VDD drop -> 56.2 uV
cell taking the most area after synthesis -> edfxtp_1
WP data arrival -> 9220 ps
CTS Buf Count -> 53
CTS Hold Bufs -> 0
register pins left without a clock -> 113
GP Congestion -> 0.990
Die Span Y -> 298 um
DPL Wire Length -> 49900 um
flops out of synthesis -> 650
Antenna diodes -> 0
Most used DFF post-synth -> edfxtp_1
Leak -> 9.88 nW
number of global-route vias before repair -> 17800
critical path type -> in2reg
fp util -> 30.3%
Clock Tree Root -> clkbuf_16
DP Area -> 28800 sq um
Seq pwr share -> 53.1%
Total Power -> 0.00213 W
most frequent logic cell in the layout -> edfxtp_1
P_int -> 0.00170 W
first-pass GRT wire length -> 117000 um
Worst Clk Skew -> 33.2 ps
worst hold path type -> reg2reg
GR Util All Layers -> 18.7%
Dominant cell area share -> 65.4%
share of cells above drive strength 1 -> 10.7%
yosys cell count -> 1940
CTS H-tree lvls -> 2
post-route ant nets -> 0
Syn. warnings -> 10
clk buf depth -> 3
Top cells excl fill/tap -> edfxtp_1 (572), nand2_1 (226), nor2_1 (139), o21ai_0 (98)
max reg flops -> 512
drt drc -> 0
drt via density -> 5.26
WHS -> 1120 ps
yosys stat area -> 26300 sq um
worst-margin pin slew -> 1090 ps
Late-Pin Clk Latency -> 640 ps
largest net degree at the start of global routing -> 81
post-synthesis average cell area -> 13.5 sq um
GR Overflow Total -> 0
tally of unique sky130hd cells used after synthesis -> 87
drt wl/cell -> 24.0 um
Pwr Density -> 69.4 nW/um^2
==> power by group through the flow <==
stage                 clock [W]  combinational, W  sequential [W]
final                  0.000962         0.0000362         0.00113
after CTS              0.000972         0.0000369         0.00113
after global routing    0.00101         0.0000393         0.00113
==> metrics by stage <==
step	setup slack, ps	instances	utilization [%]
floorplan	3570	1947	-
global placement	1670	3161	33.2
detailed placement	1590	3161	33.2
CTS	2220	3281	35.4
global route	2000	3281	35.4
finish	2090	3281	35.4
==> layer usage <==
layer	wire, um	global-route usage [%]	share of wire (%)	up-vias
met2	36600	29.0	46	1089
li1	-	-	-	7695
met1	28200	22.2	36	8322
met5	121	1.03	0.15	-
met3	11400	11.6	14	157
met4	2500	4.71	3.2	7
==> critical path: stages <==
cell and delay, ps:
clkdlybuf4s50_1 450, or4b_1 830, o32ai_1 570, o21a_1 730
nor2_4 170, buf_4 340, o21ai_0 170, a31oi_1 60
o32ai_1 940, a21oi_1 70, nand3_1 320, inv_1 110
==> cell usage after synthesis (24+ instances only) <==
cell / count
o21ai_0: 98
dfxtp_1: 76
and3_1: 53
edfxtp_1: 572
inv_1: 46
a21oi_1: 77
mux2i_1: 42
o22ai_1: 44
clkbuf_1: 51
nand2_1: 227
a211oi_1: 51
a31oi_1: 28
nor3_1: 24
nand3_1: 46
nor2_1: 139
buf_2: 44
==> final timing paths <==
path,startpoint,endpoint,slack (ps),cells after the start
hold / removal,clk7$_DFF_P_,clk7$_DFF_P_,1120,3
hold reg to reg,clk7$_DFF_P_,clk7$_DFF_P_,1120,3
setup reg to reg,palette.mem[3][2]$_DFFE_PP_,ULAPlusInk[2]$_DFFE_NP_,8570,6
setup / recovery,a[7],ULAPlusBorder[5]$_DFFE_NP_,2090,12
==> area by class of cell <==
class | count | area [sq um] | share of cell area, %
timing repair buffer | 187 | 1640 | 5.35
clock buffer | 64 | 1450 | 4.74
clock inverter | 57 | 459 | 1.50
sequential | 650 | 18700 | 61.1
tap | 1155 | 1450 | 4.71
multi-input combinational | 1123 | 6760 | 22.0
inverter | 45 | 169 | 0.551
==> cells by family (layout without fill, tap and decap cells) <==
kind of cell | Yosys count | after routing | share of synthesized area (%)
other | 1 | 8 | 0.0143
AND-OR/OR-AND | 468 | 468 | 12.0
XOR/XNOR | 15 | 15 | 0.500
AND/OR/NAND/NOR | 561 | 561 | 9.87
flip-flops | 650 | 650 | 71.4
multiplexers | 63 | 63 | 2.63
adder cells (fa/ha/maj) | 8 | 8 | 0.381
buffers and inverters | 174 | 353 | 3.14
No activity file was given, so power comes from the tool's default toggle rates.
